===== flow/run.sh =====
#!/bin/bash
# OpenROAD 26Q1-2900-gdf79404cd8, Yosys 0.63+post, stock flow scripts
make -C /OpenROAD-flow-scripts/flow DESIGN_CONFIG=/design/flow/config.mk WORK_HOME=/design/flow/orfs finish

===== flow/config.mk =====
export PLATFORM = sky130hd
export DESIGN_NAME = fifo
export DESIGN_NICKNAME = fifo
export VERILOG_FILES = /design/flow/design.v
export SDC_FILE = /design/flow/constraint.sdc
export NUM_CORES = 4
export LEC_CHECK = 1
export CORE_UTILIZATION = 30

===== flow/constraint.sdc =====
current_design fifo

set clk_period 6.3
set clk_io_pct 0.2

create_clock -name clk0 -period $clk_period [get_ports {rclk}]
create_clock -name clk1 -period $clk_period [get_ports {wclk}]

set non_clock_inputs [all_inputs -no_clocks]
set_input_delay [expr $clk_period * $clk_io_pct] -clock clk0 $non_clock_inputs
set_output_delay [expr $clk_period * $clk_io_pct] -clock clk0 [all_outputs]

===== flow/design.v =====
module fifo #(parameter DATASIZE = 8, parameter ADDRSIZE = 4)
	(input rinc, rclk, rrst_n,
	input winc,wclk,wrst_n,
	input [DATASIZE-1:0] wdata,
	output logic [DATASIZE-1:0] rdata,
	output logic wfull, rempty);
	logic [ADDRSIZE-1:0] waddr, raddr;
	logic [ADDRSIZE:0] wptr, rptr,wq2_rptr,rq2_wptr;
	logic wclken;
	assign wclken = winc & ~wfull;
	sync_r2w #(.DATASIZE(DATASIZE),.ADDRSIZE(ADDRSIZE))ssync_r2w(.wclk    (wclk),
						.wrst_n  (wrst_n),
						.rptr    (rptr),
						.wq2_rptr(wq2_rptr));
	sync_w2r #(.ADDRSIZE(ADDRSIZE))sync_w2r(.rclk    (rclk),
					.rrst_n  (rrst_n),
					.wptr    (wptr),
					.rq2_wptr(rq2_wptr));
	wptr_full #(.ADDRSIZE(ADDRSIZE))wptr_full(.winc    (winc),
		.wclk    (wclk),
		.wrst_n  (wrst_n),
		.wq2_rptr(wq2_rptr),
		.wptr    (wptr),
		.waddr   (waddr),
		.wfull   (wfull));
	rptr_empty #(.ADDRSIZE(ADDRSIZE))rptr_empty(.rrst_n  (rrst_n),
		.rclk    (rclk),
		.rinc    (rinc),
		.rq2_wptr(rq2_wptr),
		.raddr   (raddr),
		.rptr    (rptr),.rempty  (rempty));
	fifomem #(.DATASIZE(DATASIZE))fifomem(.rdata (rdata),
		.wdata (wdata),
		.waddr (waddr),
		.raddr (raddr),
		.wclken(wclken),
		.wfull (wfull),
		.wclk  (wclk));
endmodule
module fifomem #(parameter DATASIZE = 8,  
	parameter ADDRSIZE = 4)  
	(output [DATASIZE-1:0] rdata,
	input [DATASIZE-1:0] wdata,
	input [ADDRSIZE-1:0] waddr, raddr,
	input wclken, wfull, wclk);
	localparam DEPTH = 1<<ADDRSIZE;
	reg [DATASIZE-1:0] mem [0:DEPTH-1];
	assign rdata = mem[raddr];
	always @(posedge wclk)
		if (wclken && !wfull) mem[waddr] <= wdata;
endmodule
module rptr_empty # ( parameter ADDRSIZE = 4 )
	(input rrst_n, rclk,
	input rinc,
	input [ADDRSIZE:0] rq2_wptr,
	output logic [ADDRSIZE-1:0] raddr,
	output logic [ADDRSIZE:0] rptr,
	output logic rempty);
	logic  [ADDRSIZE:0] rbin, rgraynext,rbinnext;
	logic rempty_val;
	always_ff @(posedge rclk or negedge rrst_n) begin
		if(!rrst_n) begin
			rbin <= #1 0;
			rptr <= #1 0;
		end
		else begin
			rbin <= #1 rbinnext;
			rptr <= #1 rgraynext;
		end
	end
	assign rbinnext = rbin + (rinc & ~rempty);
	assign raddr = rbin[ADDRSIZE-1:0];
	bin2gray #(.SIZE(ADDRSIZE)) b0(.bin(rbinnext),.gray(rgraynext));
	assign rempty_val = (rgraynext == rq2_wptr);
	always_ff @(posedge rclk or negedge rrst_n) begin
		if(!rrst_n) rempty <= #1 0;
		else		rempty <= #1 rempty_val;
	end
endmodule
module bin2gray #(parameter SIZE = 4)
	(input [SIZE:0] bin,
	output logic [SIZE:0] gray);
	assign gray[SIZE:0] = bin[SIZE:0] ^ {1'b0,bin[SIZE:1]};
endmodule
module sync_r2w #(parameter DATASIZE = 8,ADDRSIZE = 4)(
	input wclk,wrst_n,
	input [ADDRSIZE:0] rptr,
	output logic [ADDRSIZE:0] wq2_rptr
	);
	logic [ADDRSIZE:0] wq1_rptr;
	always_ff@(posedge wclk or negedge wrst_n) begin
		if(~wrst_n) begin
			wq1_rptr <= 0;
			wq2_rptr <= 0;
		end
		else begin
			wq1_rptr <= rptr;
			wq2_rptr <= wq1_rptr;
		end
	end
endmodule
module sync_w2r #(parameter ADDRSIZE = 4)(
	input rclk,rrst_n,
	input [ADDRSIZE:0] wptr,
	output logic [ADDRSIZE:0] rq2_wptr
);
	logic [ADDRSIZE:0] rq1_wptr;
	always_ff @(posedge rclk or negedge rrst_n) begin
		if(~rrst_n) begin
			rq2_wptr <= 0;
			rq1_wptr <= 0;
		end
		else begin
			rq2_wptr <= rq1_wptr;
			rq1_wptr <= wptr;
		end
	end
endmodule
module wptr_full #(parameter ADDRSIZE = 4)
	(input winc, wclk, wrst_n,
	input [ADDRSIZE:0] wq2_rptr,
	output logic [ADDRSIZE:0] wptr,
	output logic [ADDRSIZE-1:0] waddr,
	output logic wfull);
	logic [ADDRSIZE:0] wbin,wgraynext,wbinnext;
	logic wfull_val;
	always_ff @(posedge wclk or negedge wrst_n) begin
		if(!wrst_n) begin
			wbin <= #1 0;
			wptr <= #1 0;
		end
		else begin
			wbin <= #1 wbinnext;
			wptr <= #1 wgraynext;
		end
	end
	assign waddr = wbin[ADDRSIZE-1:0];
	assign wbinnext = wbin + (winc & ~wfull);
	bin2gray #(.SIZE(ADDRSIZE)) b0(.bin(wbinnext),.gray(wgraynext));
	assign wfull_val = (wgraynext[ADDRSIZE] != wq2_rptr[ADDRSIZE]) && 
						(wgraynext[ADDRSIZE-1] != wq2_rptr[ADDRSIZE-1]) &&
						(wgraynext[ADDRSIZE-2:0] == wq2_rptr[ADDRSIZE-2:0]);
	always_ff @(posedge wclk or negedge wrst_n) begin
		if(!wrst_n) begin
			wfull <= #1 0;
		end
		else begin
			wfull <= #1 wfull_val;
		end
	end
endmodule 

==> flow_summary.toml <==
# synthesis and place-and-route metrics
[outcome]
status = "finished clean"

[synth]
yosys_area_um2 = 6447
async_reset_ff_share_pct = 23.81
synth_flop_count = 168
netlist_area_um2 = 6447
yosys_cells = 348
ys_warn_count = 5
edf_count = 128
synthCells = 348
synth.distinct_cells = 35
synth.yosys.seq_area_share_pct = 75.14
ff_type = "edfxtp_1"
avgSynthCellArea_um2 = 18.53

[die]
ios = 24
die_x_um = 148.6
initial_utilization_pct = 30.67
chipArea_um2 = 22080
row_count = 53
coreArea_um2 = 21020
die_h_um = 148.6

[clock_tree]
cts.clk_slew.worst_paths_ns = 0.05
cts_tree = "done"
cts_setup_buffers = 0
cts-resized-gates = 0
cts_sinks = 168
ctsHoldBuffers = 0

[worst_setup_path]
cp_slowest_cell = "dfrtp_2"
crit_family = "buffers and inverters"
crit_chain = "buf_4, mux2i_1, a221oi_1, o21ai_0, nand2_1, clkdlybuf4s50_1"
critPathLaunchType = "flop"
crit_fanout = 36
crit_path_end_kind = "output port"
reg2regPathDepth = 6
worstPathArrival_ns = 2.91
cp.required_ns = 5.04
crit_type = "reg -> out"
critPathMaxStageDelay_ns = 0.62
crit_cells = 6
ff2ff_setup_slack_ns = 3.94
path_buffers = 2

[detailed_routing]
num_antenna_cells = 0
drt-wirelength-per-cell_um = 18.92
drt_wl_total_mm = 12.98
via_per_inst = 4.794
vias = 3289
drc = 0
drt_iter0_markers = 233
ant_nets = 0
drt_pre_antenna_iters = 4

[finish]
design_area_um2 = 7717
finalNonFillerCells = 686
drive_above_1_share_pct = 17.03
mostFrequentLayoutCells = "128 x edfxtp_1, 39 x dfrtp_1, 32 x mux2i_1, 22 x clkdlybuf4s50_1"
area_growth_pct = 19.70
layout_top_cell = "edfxtp_1"

[place]
dp_hpwl_mm = 8.051
place_area_um2 = 7084
io_buffer_count = 22
gp_congestion = 0.7942
dpl.cell_count = 651
pre_cts_slack_ns = 2.321

[final_timing]
slew_violations = 0
maxSlewHeadroom_pct = 47.26
setup_ws_ns = 2.129
hold_viol = 0
rsz0062_at_grt = "no"
setup_viol = 0
finalClockSkew_ns = 0.008271
finalSetupTns_ns = 0
tightestPinTransition_ns = 0.7912

[grt]
grt_pass1_vias = 3565
grtUsageTotal_pct = 13.24
grt_overflow = 0
antenna_found_initial = 0
grt_pass1_wl_mm = 20.18
grt_start_max_net_pins = 37

[run]
warning_count = 26
cap_violations = 0

[worst_hold_path]
min_path_type = "reg -> reg"
worstHoldPathCells = 0

[power]
p_per_area_nw_per_um2 = 479.8
irDropWorstVdd_mv = 0.2322
p_leak_nw = 2.751
## layer usage
layer  part of all wire, %  track usage [%]  vias to the layer above
met4                   2.2            2.835                        2
li1                      -                -                     1464
met2                    48            20.16                      165
met1                    37            15.92                     1639
met3                    12            8.576                       19
met5                  0.51            2.273                        -
## area by class of cell
class | instances | area (um2)
Clock inverter | 11 | 107.6
Clock buffer | 24 | 525.5
Tap cell | 275 | 344.1
Multi-Input combinational cell | 159 | 1498
Fill cell | 1865 | 13300
Sequential cell | 168 | 4846
Inverter | 7 | 26.28
Timing Repair Buffer | 42 | 370.4
## registers in the layout (all words and copies together) (netlist names)
name and count:
sync_w2r.rq2_wptr 5, wptr_full.wbin 4, ssync_r2w.wq2_rptr 5, wptr_full.wptr 5, rptr_empty.rptr 5, wptr_full.wfull 1
sync_w2r.rq1_wptr 5, ssync_r2w.wq1_rptr 5, fifomem.mem 128, rptr_empty.rbin 4, rptr_empty.rempty 1
## stage by stage
step	power, mW	utilization, %	hold slack, ns
finish	3.703	36.71	0.2250
CTS	3.752	36.71	0.2171
detailed placement	2.685	33.70	0.3347
floorplan	2.286	-	0.3312
global placement	2.664	33.70	0.3325
global route	3.912	36.71	0.2275
## worst register-to-register path, cell delays in order (launching register included)
cell       delay [ns]
dfrtp_2          0.62
ha_1             0.28
ha_1             0.24
nand3_1          0.11
xor2_1           0.24
or3_1            0.40
a2111oi_2        0.36
## synthesized netlist by cell type (all sizes together) (2+ instances only)
| library cell | number | area [um2] |
|---|---|---|
| edfxtp | 128 | 3844 |
| dfrtp | 40 | 1001 |
| mux2i | 32 | 320.3 |
| a221oi | 16 | 140.1 |
| mux4 | 16 | 367.9 |
| nor2 | 12 | 45.04 |
| xor2 | 12 | 105.1 |
| nand2 | 11 | 41.29 |
| buf | 10 | 63.81 |
| a22oi | 9 | 67.56 |
| o21ai | 8 | 40.04 |
| xnor2 | 7 | 61.31 |
| inv | 6 | 22.52 |
| nand3 | 6 | 30.03 |
| nor3 | 5 | 25.02 |
| clkbuf | 4 | 15.01 |
| ha | 4 | 50.05 |
| and3 | 3 | 23.77 |
| nor2b | 3 | 18.77 |
| xnor3 | 3 | 67.56 |
| nand2b | 2 | 12.51 |
| or3 | 2 | 12.51 |
## final timing paths
| kind | start | end |
|---|---|---|
| worst max-delay path | rptr_empty.rbin[0] | rdata[4] |
| worst min-delay path | rptr_empty.rptr[3] | ssync_r2w.wq1_rptr[3] |
| worst max register to register | rptr_empty.rbin[0] | rptr_empty.rempty |
| worst min register to register | rptr_empty.rptr[3] | ssync_r2w.wq1_rptr[3] |
| max in group clk1 | winc | wptr_full.wfull |
| max in group asynchronous | rrst_n | rptr_empty.rbin[0] |
| min in group clk0 | sync_w2r.rq1_wptr[2] | sync_w2r.rq2_wptr[2] |
| min in group asynchronous | wrst_n | wptr_full.wfull |
## power by group
group / internal (mW) / switching (mW) / leakage, nW / total (mW)
Clock: 0.638 / 0.417 / 0.293 / 1.06
Combinational: 0.523 / 0.560 / 0.828 / 1.08
Sequential: 1.42 / 0.143 / 1.63 / 1.56
## kinds of logic (layout without fill, tap and decap cells)
group                      Yosys count  count (layout)  share of synthesized area, %
muxes                               48              48                         10.67
xor gates and xnor gates            22              22                         3.629
DFF                                168             168                         75.14
adders and majority gates            4               4                        0.7763
AOI/OAI and AO/OA                   37              37                         4.444
and+or+nand+nor                     48              48                         3.707
buffers and inverters               21              84                         1.630
Power figures rest on the tool's default switching activity, not on a simulated workload.
